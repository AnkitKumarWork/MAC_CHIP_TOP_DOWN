<file path="flow/design.v">
`timescale 1ns/1ps
module ADDER(
    input [11:0] tout_acc,
    input [11:0] tout_m,
    output [11:0] tout_add
);
assign tout_add = tout_acc + tout_m;
endmodule
`timescale 1ns/1ps
module COMPARATOR(
    input [3:0] count_out,
    output CMP
);
reg temp_CMP;
always @(count_out)
begin
    if(count_out < 'd10)
        temp_CMP = 1;
    else 
        temp_CMP = 0;
end
assign CMP = temp_CMP;
endmodule
`timescale 1ns/1ps
module CONTROLLER(
    input clk, rst,
    input go,CMP,
    output reg ld_a, ld_b, ld_m, ld_acc, ld_out, count_enb,done, count_reset
); 
parameter s0_idle= 3'b000;
parameter s1_ld_ab= 3'b001;
parameter s2_wait= 3'b010;
parameter s3__ld_m= 3'b011;
parameter s4_wait= 3'b100;
parameter s5_ld_acc= 3'b101;
parameter s6_wait= 3'b110;
parameter s7_out= 3'b111;
reg [2:0] ps, ns;
always @(posedge clk or posedge rst)
begin
    if(rst)
        ps <= s0_idle;
    else
        ps <=ns;
end 
always@(go or CMP or ps)
begin
    case(ps)
        s0_idle: ns = (go)? s1_ld_ab:s0_idle;
        s1_ld_ab: ns = s2_wait;
        s2_wait: ns = s3__ld_m;
        s3__ld_m: ns = s4_wait;
        s4_wait: ns = s5_ld_acc;
        s5_ld_acc: ns = s6_wait;
        s6_wait: ns = (!CMP)?s7_out:s1_ld_ab;
        s7_out: ns = s0_idle;
    default: ns = s0_idle;
    endcase
end
always@(ps)
begin
    case(ps)
        s0_idle:
                begin
                    ld_a = 0;
                    ld_b =0;
                    ld_m=0;
                    ld_acc=0;
                    ld_out=0;
                    done =0;
                    count_enb=0;
                end
        s1_ld_ab:begin
                    ld_a = 1;
                    ld_b =1;
                    ld_m=0;
                    ld_acc=0;
                    ld_out=0;
                    done =0;
                    count_enb=1;
                end
        s2_wait:begin
                    ld_a = 0;
                    ld_b =0;
                   ld_m=0;
                   ld_acc=0;
                    ld_out=0;
                   done =0;
                    count_enb=0;
                end
        s3__ld_m:begin
                    ld_a = 0;
                    ld_b =0;
                    ld_m=1;
                    ld_acc=0;
                    ld_out=0;
                    done =0;
                   count_enb=0;
                end
        s4_wait:begin
                   ld_a = 0;
                    ld_b =0;
                    ld_m=0;
                    ld_acc=0;
                    ld_out=0;
                    done =0;
                    count_enb=0;
                end
        s5_ld_acc:begin
                    ld_a = 0;
                    ld_b =0;
                    ld_m=0;
                    ld_acc=1;
                    ld_out=0;
                    done =0;
                    count_enb=0;
                end
        s6_wait:begin
                   ld_a = 0;
                    ld_b =0;
                    ld_m=0;
                    ld_acc=0;
                    ld_out=0;
                    done =0;
                    count_enb=0;
                end
        s7_out:begin
                     ld_a = 0;
                    ld_b =0;
                    ld_m=0;
                    ld_acc=0;
                    count_reset = 1;
                    ld_out=1;
                    done =1;
                   count_enb=0;
                end
    default: begin
                    ld_a =0;
                    ld_b =0;
                    ld_m=0;
                    ld_acc=0;
                    ld_out=0;
                    done =0;
                    count_enb=0;
                end
    endcase
end
endmodule
`timescale 1ns/1ps
module COUNTER(
    input clk,
    input rst,
    input count_enb,
    output [3:0] count_out,
    input count_reset
);
reg [3:0]count_value;
always@(posedge clk or posedge rst)
begin
  if(rst )
        count_value <= 0;
    else
        if(count_enb)
            count_value <= count_value + 1;
        else if(count_reset)
            count_value <=0;
end
assign count_out = count_value;
endmodule
`timescale 1ns/1ps
module DATAPATH(
    input clk, rst,
    input [3:0] a, b,
    input ld_a, ld_b, ld_m, ld_acc, ld_out ,count_enb,count_reset,
    output CMP,
    output [11:0] sum_out,
    output [11:0] Reg_m,
    output [3:0] count_out
);
wire [3:0] tout_a, tout_b;
wire [11:0] tmin,  tout_m, tout_add, tout_acc;
wire [3:0] count_out; 
assign Reg_m = tout_m;
Reg_a Ra (clk, rst , a, ld_a, tout_a);
Reg_b Rb (clk, rst , b, ld_b, tout_b);
MUL Bmul (tout_a, tout_b, tmin);
Reg_m Rm(clk, rst , tmin, ld_m, tout_m);
ADDER Badd (tout_acc, tout_m, tout_add);
Reg_acc Racc(clk, rst , tout_add, ld_acc,tout_acc);
Reg_out Ro (clk, rst , tout_acc, ld_out, sum_out);
COUNTER Bco (clk,rst,count_enb,count_out, count_reset);
COMPARATOR Bcom (count_out,CMP);
endmodule
`timescale 1ps/1ps
module MAC_CHIP_TOP (clk, rst ,go, a, b, sum_out, done, Reg_m, count_out);
input clk, rst, go;
input [3:0] a, b;
output [11:0]sum_out;
output done;
output [11:0] Reg_m;
output [3:0] count_out;
wire CMP, count_reset; 
wire ld_a,ld_b, ld_m, ld_acc, ld_out, count_enb; 
DATAPATH datapath_inst1(.clk(clk), .rst(rst), .a(a), .b(b), .ld_a(ld_a), .ld_b(ld_b), .ld_m(ld_m), .ld_acc(ld_acc), .ld_out(ld_out), .count_enb(count_enb), .CMP(CMP),.sum_out(sum_out), .Reg_m(Reg_m), .count_out(count_out), .count_reset(count_reset));
CONTROLLER controller_inst1(.clk(clk),.rst(rst), .CMP(CMP), .go(go), .ld_a(ld_a), .ld_b(ld_b), .ld_m(ld_m), .ld_acc(ld_acc),.ld_out(ld_out), .count_enb(count_enb), .done(done), .count_reset(count_reset));
endmodule
`timescale 1ns/1ps
module MUL(
    input [3:0]tout_a,
    input [3:0]tout_b,
    output [11:0] tmin
);
assign tmin = tout_a*tout_b;
endmodule
`timescale 1ns/1ps
module Reg_a(
    input clk, 
    input rst,
    input [3:0]a,
    input ld_a,
    output [3:0] tout_a
);
reg [3:0] temp_a;
always@(posedge clk or posedge rst)
begin
    if (rst)
        temp_a <= 0;
    else 
        if(ld_a)
        temp_a <= a;
end
assign tout_a = temp_a;
endmodule
`timescale 1ns/1ps
module Reg_acc(
    input clk, 
    input rst,
    input [11:0] tout_acc,
    input ld_out,
    output reg [11:0] sum_out  
);
always @(posedge clk or posedge rst) begin
    if (rst) begin
        sum_out <= 12'd0;  
    end else if (ld_out) begin
        sum_out <= tout_acc;  
    end
end
endmodule
`timescale 1ns/1ps
module Reg_b(
    input clk, 
    input rst,
    input [3:0]b,
    input ld_b,
    output [3:0] tout_b
);
reg [3:0] temp_b;
always@(posedge clk or posedge rst)
begin
    if (rst)
        temp_b <= 0;
    else 
        if(ld_b)
        temp_b <= b;
end
assign tout_b = temp_b;
endmodule
`timescale 1ns/1ps
module Reg_m(
    input clk, 
    input rst,
    input [11:0]tmin,
    input ld_m,
    output [11:0] tout_m
);
reg [11:0] temp_m;
always@(posedge clk or posedge rst)
begin
    if (rst)
        temp_m <= 0;
    else 
        if(ld_m)
        temp_m <= tmin;
end
assign tout_m = temp_m;
endmodule
`timescale 1ns/1ps
module Reg_out(
    input clk, 
    input rst,
    input [11:0] tout_acc,
    input ld_out,
    output [11:0] sum_out
);
reg [11:0] temp_out;
always @(posedge clk or posedge rst) begin
    if (rst) begin
        temp_out <= 12'd0;  
    end else if (ld_out) begin
        temp_out <= tout_acc;  
    end
end
assign sum_out = temp_out;
endmodule
</file>
<file path="flow/run.sh">
#!/bin/bash
# OpenROAD 26Q1-2900-gdf79404cd8, Yosys 0.63+post, stock flow scripts
make -C /OpenROAD-flow-scripts/flow DESIGN_CONFIG=/design/flow/config.mk WORK_HOME=/design/flow/orfs finish
</file>
<file path="flow/config.mk">
export PLATFORM = sky130hd
export DESIGN_NAME = MAC_CHIP_TOP
export DESIGN_NICKNAME = MAC_CHIP_TOP
export VERILOG_FILES = /design/flow/design.v
export SDC_FILE = /design/flow/constraint.sdc
export NUM_CORES = 4
export LEC_CHECK = 1
export CORE_UTILIZATION = 50
</file>
<file path="flow/constraint.sdc">
current_design MAC_CHIP_TOP

set clk_period 5.2
set clk_io_pct 0.2

create_clock -name clk0 -period $clk_period [get_ports {clk}]

set non_clock_inputs [all_inputs -no_clocks]
set_input_delay [expr $clk_period * $clk_io_pct] -clock clk0 $non_clock_inputs
set_output_delay [expr $clk_period * $clk_io_pct] -clock clk0 [all_outputs]
</file>
==> impl_metrics.tcl <==
# yosys + openroad results
set metrics [dict create \
    synth-main-ff-cell "dfrtp_1" \
    setup_viol 0 \
    cp.required_ps 5390 \
    period_used_pct 55.1 \
    ys_seq_elements 52 \
    synth_area_sq_um 2720 \
    cp.arrival_ps 3050 \
    comb_area_sq_um 1320 \
    period_minus_slack_ps 2860 \
    clk_pin_slew_ps 90 \
    antenna_found_initial 0 \
    yosys.stat.chipArea_sq_um 2720 \
    core_area_sq_um 5170 \
    place_hpwl_um 3300 \
    async_flop_share_pct 100 \
    clock-sinks 52 \
    insertion_delay_ps 300 \
    ctsResizeCount 0 \
    cts-buffers-inserted 5 \
    crit_cells 10 \
    p_leak_nw 1.56 \
    cts_setup_buffers 0 \
    cpPeakStageDelay_ps 530 \
    path_max_fanout 5 \
    grt-ovfl-total 0 \
    power.density_nw_per_um2 364 \
    clock_path_buffers 2 \
    final.setup.tns_ps 0 \
    endpoint "datapath_inst1.Rm.temp_m[7]" \
    first_pass_iters 4 \
    yosys-top-cells-count "dfrtp_1 (51), nand2_1 (51), ha_1 (21)" \
    ys_seq_share_pct 47.8 \
    placementRows 26 \
    grt_max_degree 53 \
    track_usage_pct 18.0 \
    drt-initial-drc-count 66 \
    syn_inst 253 \
    tightest_slew_ps 780 \
    utilization_pct 61.9 \
    path_class "reg -> reg" \
    ir_drop_v 0.000154 \
    r2r-end "datapath_inst1.Rm.temp_m[7]" \
    initCoreUtil_pct 52.7 \
    tool_warnings 26 \
    ys_cells 253 \
    chipWidth_um 75.8 \
    cpMostUsedCell "fa_1" \
    drive_gt1_share_pct 10.7 \
    vias_per_cell 4.98 \
    clockRootBuffer "clkbuf_8" \
    max_slew_margin_pct 48.0 \
    top_cell_area_share_pct 46.9 \
    crit_family "adder cells" \
    fmax_mhz 349 \
    antenna_cells 0 \
    synth_top_cell_by_area "dfrtp_1" \
    place.gp.congestion 0.909 \
    cts_tree "yes" \
    io_pins 40 \
    postCtsHoldBufs 0 \
    hp-class "reg -> reg" \
    worst_path_max_delay_cell "fa_1" \
    final.fill_count 453 \
    r2r.worst_path.cells 10 \
    edf_count 0 \
    wirelength_um 4430 \
    yosysWarnings 8 \
    drcViolationCount 0 \
    areaGrowthSynthToFinish_pct 17.6 \
    status "finished clean" \
    regToRegSetupSlack_ps 2340 \
    avgSynthCellArea_sq_um 10.8 \
    cp-start-kind "flip-flop" \
    reg2reg_from "datapath_inst1.Rb.temp_b[3]" \
    final_antenna_net_count 0 \
    vias 1792 \
    portBuffers 35 \
    cp.buffers_inverters 1 \
    critical_path.cell_chain "nand2_1 -> fa_1 -> inv_1 -> fa_1 -> ha_1 -> a211oi_1 -> o21bai_1 -> a21oi_1 -> xor2_1 -> o21ai_0" \
    htree_levels 2 \
    power_w 0.00117 \
    die_y_um 75.8 \
    rsz0062_at_grt "false" \
    clock_skew_ps 4.87 \
    synth.distinct_cells 37 \
    maxCapViolations 0 \
    hold_viol 0 \
    seq_area_sq_um 1300 \
    grt_pass1_vias 1612 \
    wire_per_inst_um 12.3 \
    grt_pass1_wl_um 7460 \
    cp-startpoint "datapath_inst1.Rb.temp_b[3]" \
    final_max_slew_viol_count 0 \
    chipArea_sq_um 5750 \
    endpoint_kind "flip-flop" \
    area_leaders "dfrtp_1 (47%), ha_1 (9.6%), nand2_1 (7.0%)" \
]
## metal layers
| metal | global-route usage [%] | part of all wire (%) |
|---|---|---|
| met4 | 2.88 | 2.0 |
| met2 | 27.4 | 45 |
| met5 | 0 | 0 |
| met3 | 4.29 | 4.3 |
| met1 | 27.9 | 48 |
## where the power goes
group          total [W]  switching, W  internal (W)  leakage [nW]
sequential      0.000531     0.0000578      0.000473         0.665
clock           0.000243      0.000134      0.000109        0.0516
combinational   0.000393      0.000192      0.000201         0.847
## kinds of logic (layout without fill, tap and decap cells)
| family | Yosys count | count (layout) | share of synthesized area (%) |
|---|---|---|---|
| AND-OR/OR-AND | 43 | 43 | 10.0 |
| other | 1 | 4 | 0.138 |
| multiplexers | 12 | 12 | 4.96 |
| AND/OR/NAND/NOR | 86 | 86 | 15.2 |
| flip-flops | 52 | 52 | 47.8 |
| adder cells (fa/ha/maj) | 26 | 26 | 13.3 |
| buffers and inverters | 19 | 53 | 4.04 |
| XOR/XNOR | 14 | 14 | 4.50 |
## worst min-delay path by stage
stage                       from                      to  slack (ps)  cells after the start
4_1_cts   controller_inst1.ps[2]  controller_inst1.ps[6]         380                      0
5_1_grt   controller_inst1.ps[2]  controller_inst1.ps[6]         410                      0
6_report  controller_inst1.ps[2]  controller_inst1.ps[6]         380                      0
## worst reg2reg max path, cell delays in order, from the launching register on
cell and delay [ps]:
dfrtp_1 410, nand2_1 100, fa_1 530, inv_1 50, fa_1 520, ha_1 330
a211oi_1 300, o21bai_1 110, a21oi_1 170, xor2_1 140, o21ai_0 80
## layout make-up
cell class | instances | area share (%)
clock buffer | 6 | 2.58
clock inverter | 2 | 0.430
inverter | 8 | 0.937
multi-input combinational | 185 | 41.3
sequential | 52 | 40.6
tap | 70 | 2.73
timing repair buffer | 37 | 11.4
## state kept, by name, summed over array words and instances (netlist names)
signal,count
datapath_inst1.Ra.temp_a,4
datapath_inst1.Bco.count_value,4
datapath_inst1.Racc.sum_out,12
datapath_inst1.Rb.temp_b,4
datapath_inst1.Rm.temp_m,8
datapath_inst1.Ro.temp_out,12
controller_inst1.ps,8
## stage by stage
| stage | instance area [sq um] | std cells | worst slack, ps | hold slack [ps] |
|---|---|---|---|---|
| 2_1_floorplan | 2740 | 256 | 2470 | 355 |
| 3_3_place_gp | 3110 | 352 | 2350 | 361 |
| 3_5_place_dp | 3110 | 352 | 2330 | 361 |
| 4_1_cts | 3200 | 360 | 2320 | 384 |
| 5_1_grt | 3200 | 360 | 2120 | 407 |
| 6_report | 3200 | 360 | 2340 | 382 |
## layout by cell type (no fill, tap or decap), types with 4 or more instances in the layout
master           netlist  routed
conb_1                 1       4
clkbuf_8               0       6
a21o_1                 6       6
clkdlybuf4s50_1        0      35
fa_1                   5       5
dfrtp_1               51      51
inv_1                  8       7
a21oi_1                9       9
xor2_1                 9       9
o21ai_1                6       6
nor2_1                 5       5
mux2_2                12      12
o21ai_0                7       7
and2_1                13      13
ha_1                  21      21
xnor2_1                5       5
nand2_1               51      51
nand3_1                6       6
No activity file was given, so power comes from the tool's default toggle rates.
