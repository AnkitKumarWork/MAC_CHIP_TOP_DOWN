**run.sh**
```bash
#!/bin/bash
# OpenROAD 26Q1-2900-gdf79404cd8, Yosys 0.63+post, stock flow scripts
make -C /OpenROAD-flow-scripts/flow DESIGN_CONFIG=/design/flow/config.mk WORK_HOME=/design/flow/orfs finish
```
**config.mk**
```make
export PLATFORM = sky130hd
export DESIGN_NAME = CLOCK_DIVIDER
export DESIGN_NICKNAME = CLOCK_DIVIDER
export VERILOG_FILES = /design/flow/design.v
export SDC_FILE = /design/flow/constraint.sdc
export NUM_CORES = 4
export LEC_CHECK = 1
export CORE_AREA = 10 10 104 104
export DIE_AREA = 0 0 114 114
```
**constraint.sdc**
```tcl
current_design CLOCK_DIVIDER

set clk_period 5.0
set clk_io_pct 0.2

create_clock -name clk0 -period $clk_period [get_ports {clk}]

set non_clock_inputs [all_inputs -no_clocks]
set_input_delay [expr $clk_period * $clk_io_pct] -clock clk0 $non_clock_inputs
set_output_delay [expr $clk_period * $clk_io_pct] -clock clk0 [all_outputs]
```
**design.v**
```verilog
module CLOCK_DIVIDER(
    input clk,
    input rst, 
    output reg clk_div
);
parameter max_count = 'd50000000;
reg [31:0] count_value;
always @(posedge clk) begin
    if(rst) begin
        count_value <= 0;
        clk_div <=0;
    end
    else if (count_value < max_count) begin
        count_value <= count_value + 1;
    end else begin
        count_value <= 0;
        clk_div <= ~clk_div;
    end
end
endmodule
```
==> results.cfg <==
; flow metrics
[detailed_routing]
postRouteAntennaNets = 0
drt_iter0_markers = 63
wire_per_inst_um = 9.96
dr_wl_met3_um = 134
wl_mm = 2.77
antenna_cells = 0
met1_length_mm = 1.46
route.met2.wl_mm = 1.13
via_per_inst = 4.25
drt-pass1-iter-count = 4
via_count = 1182
post-route-drc-count = 0
highest_layer = met4

[final_timing]
slew_viol_final = 0
setup_tns_ns = 0
min_period_ns = 2.21
max_clock_freq_ghz = 0.453
finalSetupViolations = 0
hold_viol_final = 0
tightest_slew_ns = 0.571
grt_setup_unrepaired = false
slew_headroom = 0.620
fin_crit_sh = 0.442
clock_skew_ns = 0.00508
fin_ws_ns = 2.79

[worst_setup_path]
cp_max_fo = 16
rr_worst_depth = 5
crit_arrival_ns = 2.36
r2r-end = count_value[8]$_SDFF_PP0_
critPathRequiredTime_ns = 5.15
cp-endpoint = count_value[8]$_SDFF_PP0_
crit_type = reg2reg
crit_start = count_value[18]$_SDFF_PP0_
start_kind = register
r2r_slack_ns = 2.79
timing.rr.start = count_value[18]$_SDFF_PP0_
setup.worst_path.end_class = register

[yosys]
yosys-stat-area_mm2 = 0.00156
syn_avg_cell_area_um2 = 9.54
ys.flops = 33
ys_types = 37
yosys_warnings = 1
syn-cell-area_mm2 = 0.00156
ys_seq_frac = 0.422
syn_inst = 164
ys_cells = 164

[floorplan]
ios = 3
row_count = 34
initial_utilization = 0.180
core_area_mm2 = 0.00868
die.size.y_um = 114
chipArea_mm2 = 0.0130
die_width_um = 114

[layout]
drive_gt1_frac = 0.147
lay_top_count = dfxtp_1
lay_top_cells = 33 x dfxtp_1, 16 x nor3_1, 12 x nand2_1, 8 x a211oi_1, 8 x o31ai_1
areaGrowthSynthToFinish_pct = 11.8

[global_route]
grt_pass1_wl_mm = 4.82
grt_antenna_before_repair = 0
grt_use_total = 0.0440
grt_max_degree = 27
grt_remaining_overflow = 0
grt_pass1_vias = 1046

[clock_tree]
cts_tree = yes
clock-root-buffer = clkbuf_8
insertion_delay_ns = 0.29
holdBufCountCts = 0
clockBufferDepth = 2
htreeDepth = 2
cts.sinks = 33
cts_buffers = 5
clk_pin_slew_ns = 0.07
cts_repair_resize_count = 0
cts_setup_buffers = 0

[placed_design]
place_hpwl_mm = 1.87
place_ws_ns = 2.66
place.gp.congestion = 0.741
io_buffer_count = 2

[outcome]
status = complete, no violations

[power_and_ir_drop]
ir_worst_vdd_v = 0.0000832
power.leakage_nw = 0.490
power_density_mw_per_mm2 = 267
power_w = 0.000467

[flow_run]
warnings = 25
drv_cap = 0

[min_path]
min_path_type = reg2reg
-- stage by stage --
| step | instance area (um^2) | std cells | util | hold slack, ns |
|---|---|---|---|---|
| after floorplan | 1580 | 169 | - | 0.447 |
| after global placement | 1660 | 270 | 0.191 | 0.466 |
| after detailed placement | 1660 | 270 | 0.191 | 0.468 |
| after CTS | 1750 | 278 | 0.201 | 0.490 |
| after global routing | 1750 | 278 | 0.201 | 0.511 |
| final | 1750 | 278 | 0.201 | 0.489 |
-- worst min path at each step --
stage     slack, ns  depth (start not counted)                 startpoint                   endpoint
4_1_cts        0.49                          1  count_value[0]$_SDFF_PP0_  count_value[0]$_SDFF_PP0_
6_report       0.49                          1  count_value[0]$_SDFF_PP0_  count_value[0]$_SDFF_PP0_
5_1_grt        0.51                          1  count_value[0]$_SDFF_PP0_  count_value[0]$_SDFF_PP0_
-- state kept, by name, summed over array words and instances, names as in the netlist --
name         count
clk_div          1
count_value     32
-- logic make-up after synthesis --
group | count (synthesis) | synth area share
flops | 33 | 0.422
other cells | 1 | 0.00240
simple gates | 75 | 0.292
mux | 1 | 0.00720
buf+inv | 13 | 0.0608
compound gates | 29 | 0.146
xor+xnor | 11 | 0.0616
fa+ha+maj | 1 | 0.00800
-- worst max-delay path, cell delays in order, from the launching register on --
cell and delay [ns]:
dfxtp_1 0.39, or3b_2 0.49, a211oi_1 0.30, o21a_1 0.49
buf_4 0.31, nor3_1 0.08
-- area by class of cell --
cell class,instances,area [um^2]
fill,972,6930
tap,108,135
timing repair buffer,3,27.5
multi-input combinational,123,827
clock buffer,5,68.8
sequential,33,661
inverter,3,11.3
clock inverter,3,17.5
-- cells in the mapped netlist --
cell type | instances | area, um^2
dfxtp_1 | 33 | 661
mux2_2 | 1 | 11.3
and4_1 | 3 | 26.3
o21ai_0 | 5 | 25.0
and2_1 | 1 | 6.26
nor3b_1 | 1 | 7.51
nor4_1 | 3 | 18.8
a211oi_2 | 5 | 62.6
o21a_1 | 1 | 7.51
nor2_1 | 4 | 15.0
clkbuf_1 | 3 | 11.3
nand3_1 | 7 | 35.0
ha_1 | 1 | 12.5
o22ai_1 | 1 | 6.26
or3_1 | 2 | 12.5
and3_1 | 2 | 12.5
or4_2 | 1 | 8.76
nand4_1 | 6 | 37.5
a31oi_1 | 1 | 6.26
conb_1 | 1 | 3.75
nand4_4 | 1 | 21.3
or2_2 | 2 | 12.5
or4_1 | 7 | 52.6
nand2_1 | 12 | 45.0
or3_2 | 2 | 15.0
or3b_2 | 1 | 8.76
xor2_1 | 6 | 52.6
buf_6 | 6 | 67.6
nor2b_1 | 1 | 6.26
buf_2 | 1 | 5.00
o31ai_1 | 8 | 60.1
a211oi_1 | 8 | 60.1
nand4_2 | 1 | 12.5
or4_4 | 2 | 22.5
xnor2_1 | 5 | 43.8
nor3_1 | 16 | 80.1
inv_1 | 3 | 11.3
-- per-layer routing --
metal  GRT usage  vias to the layer above
met5           0                        -
met1      0.0613                      541
met3      0.0191                        5
li1            -                      626
met2      0.0634                       10
met4     0.00585                        0
-- where the power goes --
part           leakage, nW  switching [W]  internal [W]
registers            0.268     0.00000104      0.000266
logic                0.177     0.00000190    0.00000302
clock network       0.0439      0.0000987     0.0000959
Power figures rest on the tool's default switching activity, not on a simulated workload.
